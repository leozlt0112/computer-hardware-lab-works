### design.v
module top 
(
    input                     clk,
    input                     reset,
    input                     enter,
    input               [7:0] guess,
    output                    dp_over,
    output                    dp_under,
    output                    dp_equal,
	output              [3:0] dp_tries,
	output              [7:0] actual
);
	logic over;
	logic under;
	logic equal;
	logic guessbool;
	logic dp_inc_actual;
	logic dp_dec_guess;
	datapath the_datapath
	(
		.clk(clk),
		.reset(reset),
		.i_guess(guess),
		.i_inc_actual(dp_inc_actual),
		.i_dec_actual(dp_dec_guess),
		.o_over(over),
		.o_under(under),
		.o_equal(equal),
		.o_noguess(guessbool),
        .actual(actual),
		.tries(dp_tries)
	);
	logic ctrl_update_leds;
	control the_control
	(
		.clk(clk),
		.reset(reset),
		.i_enter(enter),
		.o_inc_actual(dp_inc_actual),
		.o_dec_actual(dp_dec_guess),
		.i_over(over),
		.i_under(under),
		.i_equal(equal),
		.i_no_more_guess(guessbool),
		.o_update_leds(ctrl_update_leds)
	);
	led_ctrl ledc_under(clk, reset, under, ctrl_update_leds, dp_under);
	led_ctrl ledc_over(clk, reset, over, ctrl_update_leds, dp_over);
	led_ctrl ledc_equal(clk, reset, equal, ctrl_update_leds, dp_equal);
endmodule
module control
(
	input clk,
	input reset,
	input i_enter,
	output logic o_inc_actual,
	output logic o_dec_actual,
	input i_over,
	input i_under,
	input i_equal,
	input i_no_more_guess,
	output logic o_update_leds
);
enum int unsigned
{
	S_GEN_RAND,
	S_CHECK,
	S_WAIT_NOENTER,
	S_WAIT_ENTER,
	S_END
} state, nextstate;
always_ff @ (posedge clk or posedge reset) begin
	if (reset) state <= S_GEN_RAND;
	else state <= nextstate;
end
always_comb begin
	nextstate = state;
	o_inc_actual = 1'b0;
	o_update_leds = 1'b0;
	o_dec_actual =1'b0;
	case (state)
		S_GEN_RAND: begin 
					o_inc_actual = 1'b1;
					nextstate=S_WAIT_ENTER;
		end
		S_WAIT_ENTER: begin 
					if(!i_enter) nextstate=S_WAIT_ENTER;
					else if (i_enter) nextstate = S_CHECK;
					o_inc_actual = 1'b1;
		end  
		S_CHECK: begin 
				if(i_equal) nextstate=S_END;		
				else if(i_over) nextstate=S_WAIT_NOENTER;
				else if(i_under) nextstate=S_WAIT_NOENTER;
				o_update_leds = 1'b1;
				o_dec_actual = 1'b1;
		end 
		S_WAIT_NOENTER: begin 
					if(i_no_more_guess) nextstate=S_END;
					else begin 
						if(!i_enter) nextstate=S_WAIT_NOENTER;
						else if (i_enter) nextstate = S_CHECK;
					end
		end
		S_END: begin 
				nextstate=S_END;
		end 
	endcase
end
endmodule
module datapath
(
	input clk,
	input reset,
	input [7:0] i_guess,
	input i_inc_actual,
	input i_dec_actual,
	output o_over,
	output o_under,
	output o_equal,
	output o_noguess,
	output logic [7:0] actual,
	output logic [3:0] tries
);
always_ff @ (posedge clk or posedge reset) begin 
	if (reset) begin 
			actual <= '0;
				tries <=4'd7;
    end				
	else begin
		if (i_inc_actual) begin 
			actual <= actual + 8'd1;
		end 
		if (i_dec_actual) begin 
			tries <= tries - 4'd1;
		end
	end 
end 
assign o_over = i_guess > actual;
assign o_equal= i_guess == actual;
assign o_under = i_guess <actual;
assign o_noguess = tries ==0; 
endmodule
module led_ctrl
(
	input clk,
	input reset,
	input i_val,
	input i_enable,
	output logic o_out
);
always_ff @ (posedge clk or posedge reset) begin
	if (reset) o_out <= '0;
	else if (i_enable) o_out <= i_val;
end
endmodule
### run.sh
#!/bin/bash
# OpenROAD 26Q1-2900-gdf79404cd8, Yosys 0.63+post, stock flow scripts
make -C /OpenROAD-flow-scripts/flow DESIGN_CONFIG=/design/flow/config.mk WORK_HOME=/design/flow/orfs finish
### config.mk
export PLATFORM = sky130hd
export DESIGN_NAME = top
export DESIGN_NICKNAME = top
export VERILOG_FILES = /design/flow/design.v
export SDC_FILE = /design/flow/constraint.sdc
export NUM_CORES = 4
export LEC_CHECK = 1
export CORE_AREA = 10 10 108 108
export DIE_AREA = 0 0 118 118
### constraint.sdc
current_design top

set clk_period 1.9
set clk_io_pct 0.2

create_clock -name clk0 -period $clk_period [get_ports {clk}]

set non_clock_inputs [all_inputs -no_clocks]
set_input_delay [expr $clk_period * $clk_io_pct] -clock clk0 $non_clock_inputs
set_output_delay [expr $clk_period * $clk_io_pct] -clock clk0 [all_outputs]
==> results.yml <==
# yosys + openroad results
pwr:
  cellPowerDensity_nw_per_um2: 1230
  intPower_mw: 1.18
  switching_power_mw: 0.575
  seq_power_share: 0.417
  clkPwrFrac: 0.165
  swShare: 0.328
  vdd_ir_drop_max_uv: 319
  power_leakage_nw: 0.567
  combPwrFrac: 0.418
yosys:
  ys_types: 27
  ys_cells: 89
  postSynthCellCount: 89
  synth_warnings: 3
  synth_area_um2: 967
  yosysSeqAreaShare: 0.497
  syn_avg_cell_area_um2: 10.9
  ys.flops: 19
  synth_chip_area_um2: 967
timing:
  drv_slew: 0
  finalCriticalPeriod_ns: 1.69
  timing.final.crit_share: 0.892
  skew_ns: 0.00295
  setup_viol: 0
  grt_setup_unrepaired: "false"
  hold_viol_final: 0
  fmax_ghz: 0.590
  tns_ns: 0
critical_path:
  critPathSlowestCell: "dfstp_2"
  worstPathArrival_ns: 1.31
  endpoint_kind: "output pin"
  r2r-start: "the_datapath.actual[1]"
  critPathLaunchType: "flip-flop"
  slowest_delay_ns: 0.57
  crit_fanout: 4
  critPathBufInv: 1
  startpoint: "the_datapath.tries[0]"
  criticalPathCategory: "flip-flop to output pin"
  cp_top_family: "flip-flops"
  cp.required_ns: 1.52
  path_cells: "clkdlybuf4s50_1"
floorplanning:
  die_h_um: 118
  fp_util: 0.104
  die_width_um: 118
  dieArea_um2: 13900
  core_um2: 9280
  io_pins: 26
  std_cell_rows: 35
outcome:
  status: "finished, final reports clean"
route:
  antenna_cells: 0
  wire_per_inst_um: 10.2
  drc: 0
  ant_nets: 0
  drt-pass1-iter-count: 3
  vias_per_cell: 2.84
  vias: 702
  dr.first_iter.drc_count: 13
  drt_wl_total_um: 2520
clock_tree:
  root_buffer: "clkbuf_8"
  postCtsSetupBuffers: 0
  insertion_delay_ns: 0.26
  cts_hold_buf: 0
  cts_inserted_buffers: 3
  clk_path_buf_depth: 2
  cts-resized-gates: 0
  cts_tree: "built"
  htree_num_levels: 1
  clkTransAtPathRegs_ns: 0.08
  cts.sinks: 19
global_route:
  grt_max_degree: 20
  grt_use_total: 0.0382
  antenna_found_initial: 0
  grt_overflow_total: 0
  grt_pass1_wl_um: 4270
  grt_pass1_vias: 769
layout:
  final_util: 0.154
  area_growth_pct: 47.9
  nFillCells: 1042
  drive_gt1_frac: 0.136
placed_design:
  dp_hpwl_um: 2060
  portBuffers: 25
  routabilityCongestion: 0.787
flow_run:
  drv_cap: 0
  warnings: 25
worst_hold_path:
  holdCritPathClass: "primary input to asynchronous set/reset pin"
==> kinds of logic (layout without fill, tap and decap cells) <==
group / count (synthesis) / in the layout / synth area share
compound gates: 15 / 15 / 0.106
xor+xnor: 10 / 10 / 0.0906
fa+ha+maj: 10 / 10 / 0.129
buf+inv: 15 / 44 / 0.0595
flops: 19 / 19 / 0.497
mux: 1 / 1 / 0.0116
other cells: 1 / 1 / 0.00388
simple gates: 18 / 18 / 0.102
==> area by class of cell <==
type / instances / area [um2] / share of cell area
clock buffers: 3 / 41.3 / 0.0289
clock inverters: 1 / 7.51 / 0.00525
inverters: 14 / 52.6 / 0.0367
multi-input cells: 55 / 429 / 0.300
flip-flops and latches: 19 / 480 / 0.336
well taps: 129 / 161 / 0.113
repair buffers: 26 / 258 / 0.180
==> state kept, by name, indices dropped and copies added (netlist names) <==
name,cells
ledc_equal.o_out,1
ledc_over.o_out,1
ledc_under.o_out,1
the_control.state,4
the_datapath.actual,8
the_datapath.tries,4
==> final timing paths <==
path	endpoint	slack [ns]	cells after the start
max	dp_tries[0]	0.21	1
min	the_datapath.actual[7]	0.45	3
max reg2reg	ledc_over.o_out	0.34	6
min reg2reg	the_datapath.tries[3]	0.49	1
max in group asynchronous	the_datapath.tries[2]	1.18	3
min in group clk0	the_datapath.tries[3]	0.49	1
==> power by group through the flow <==
stage	clock, mW	combinational (mW)	sequential [mW]
6_report	0.289	0.734	0.733
5_1_grt	0.324	0.843	0.761
4_1_cts	0.303	0.766	0.738
==> synth_stat cells <==
cell type	count	share of area
mux2_2	1	0.012
conb_1	1	0.0039
o211ai_1	1	0.0078
inv_1	14	0.054
o21ai_2	1	0.0091
nor2b_1	1	0.0065
o221a_2	1	0.012
a211oi_1	1	0.0078
ha_1	10	0.13
or3_4	1	0.012
nor2_1	5	0.019
nor4_1	1	0.0065
o21ai_0	2	0.010
o2111ai_1	1	0.0091
dfstp_2	4	0.11
a21oi_1	5	0.026
o22ai_1	1	0.0065
xor2_1	2	0.018
nor3_2	2	0.021
nand4_1	2	0.013
dfrtp_1	15	0.39
buf_2	1	0.0052
nand2_1	5	0.019
xnor2_1	8	0.072
nand3_1	1	0.0052
o2bb2ai_1	1	0.0091
a21o_2	1	0.0091
==> metal layers <==
layer | track usage | part of all wire
met5 | 0 | 0
met4 | 0.00232 | 0.0040
met3 | 0.0131 | 0.049
met2 | 0.0661 | 0.51
met1 | 0.0467 | 0.44
==> through the flow <==
step                      power [mW]  setup WS (ns)  instances  cell area, um2  hold WS [ns]
final                           1.76          0.206        247            1430         0.447
after global routing            1.93          0.154        247            1430         0.482
after CTS                       1.81          0.184        247            1430         0.454
after detailed placement        1.50         0.0243        243            1380         0.482
after global placement          1.49         0.0419        243            1380         0.486
after floorplan                 1.07          0.517         89             967         0.328
==> layout by cell type (no fill, tap or decap), types with 2 or more instances in the layout <==
cell,synthesis,layout
inv_1,14,14
clkdlybuf4s50_1,0,25
ha_1,10,10
nand2_1,5,5
xor2_1,2,2
o21ai_0,2,2
nor3_2,2,2
dfstp_2,4,4
xnor2_1,8,8
dfrtp_1,15,15
a21oi_1,5,5
clkbuf_8,0,3
nor2_1,5,5
nand4_1,2,2
Power figures rest on the tool's default switching activity, not on a simulated workload.
